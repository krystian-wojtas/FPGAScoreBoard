==> flow/design.v <==
`timescale 1ns / 1ps
module uart_clk_fsm #(parameter K=1, N=1) (RST, CLK, CLK_RX, CLK_TX);
input RST, CLK;
output CLK_RX, CLK_TX;
wire CLK_RX, CLK_TX;
parameter [2:0]  
					 IDLE = 3'd0,
						S1 = 3'd1,
						S2 = 3'd2;
reg [2:0]  
				state, next;
reg [N-1:0] acc=0;
reg [3:0] cnt=0;
reg clk_1_16=0;
always @(posedge CLK) acc<=acc+K;  
always @(posedge CLK_RX)  
 if(cnt<4'd7) cnt<=cnt+1;
 else
 begin cnt<=0; clk_1_16<=~clk_1_16; end
assign CLK_RX=acc[N-1]; 
assign CLK_TX=clk_1_16;
endmodule
==> flow/run.sh <==
#!/bin/bash
# OpenROAD 26Q1-2900-gdf79404cd8, Yosys 0.63+post, stock flow scripts
make -C /OpenROAD-flow-scripts/flow DESIGN_CONFIG=/design/flow/config.mk WORK_HOME=/design/flow/orfs finish
==> flow/config.mk <==
export PLATFORM = sky130hd
export DESIGN_NAME = uart_clk_fsm
export DESIGN_NICKNAME = uart_clk_fsm
export VERILOG_FILES = /design/flow/design.v
export SDC_FILE = /design/flow/constraint.sdc
export NUM_CORES = 4
export LEC_CHECK = 1
export CORE_AREA = 10 10 70 70
export DIE_AREA = 0 0 80 80
==> flow/constraint.sdc <==
current_design uart_clk_fsm

set clk_period 1.0
set clk_io_pct 0.2

create_clock -name clk0 -period $clk_period [get_ports {CLK}]

set non_clock_inputs [all_inputs -no_clocks]
set_input_delay [expr $clk_period * $clk_io_pct] -clock clk0 $non_clock_inputs
set_output_delay [expr $clk_period * $clk_io_pct] -clock clk0 [all_outputs]
==> summary.txt <==
Implementation status.

- The flow ran to the end, and the final reports show no timing, DRC or antenna violations.
- The number of antenna violations at the first check in global routing was 0.
- Data on the critical path arrives at its endpoint at 0.41 ns.
- The critical path class is flip-flop to primary output.
- The post-route fraction of the period consumed by the critical path is a little over 60%.
- The count of maximum capacitance violations is 0.
- The final max-slew violation count recorded for this run is 0.
- The pin closest to its max-slew limit shows a slew of 0.154 ns.
- The mean number of vias per cell is 1.59.
- The maximum achievable frequency is about 1600 MHz.
- Traced cell by cell, the critical path runs through dlymetal6s2s_1.
- The die outline height is approximately 80 um.
- The worst reg2reg path depth is 2.
- After the flow finishes, the layout carries non-filler instances totaling 66.
- For the worst-skew pair, the clock arrives at the later sink with an insertion delay of 0 ns.
- The final number of hold-violating endpoints is 0.
- The total negative slack for setup checks is 0 ns.
- For this run, the number of Yosys warnings is 1.
- The slowest stage cell on the critical path is sky130_fd_sc_hd__dfxtp_1.
- Per the Yosys statistics, synthesis produced 17 cells.
- The placement report lists the number of port buffers as 2.
- For reference, the top cells by area after synthesis are sky130_fd_sc_hd__dfxtp_1 50%, sky130_fd_sc_hd__edfxtp_1 15%, sky130_fd_sc_hd__ha_1 6.3%.
- Per the summary, power density relative to cell area is ~140 nW/um^2.
- The largest single stage delay on the critical path is 0.28 ns.
- The first-pass iteration count of the detailed router is 2.
- The clock-pin slew reported for the worst setup and hold paths after clock tree synthesis is 0 ns.
- Checking max transition, the worst relative margin is 89.8%.
- For reference, the critical path is launched at acc.
- In the final run the clock tree shows a worst skew of 0 ns.
- The cell area that synthesis handed to floorplanning was 199 sq um.
- The gate count of the mapped netlist is 17.
- The cell count along the critical path is 1.
- The destination of the critical timing path is CLK_RX.
- The timer found 5 register pins that no clock reaches; their paths are not timed.
- Per the timing report, the most critical flop-to-flop path originates at acc.
- 7 endpoints have no timing constraint.
- According to the floorplan report, the die width is 80 um.
- In this run the standard cell core region covers 3420 sq um.
- The final weighted congestion in routability-driven placement is 0.544.
- The endpoint of the worst-slack reg-to-reg timing path is acc.
- Of the post-synthesis cell area, the dominant cell type holds 50.3%.
- The total setup buffers inserted after CTS is 0.
- In the global route stage, overall resource usage came out at 0.953%.
- The count of distinct cell types in the synthesized netlist is 9.
- The reported leakage power is ~0.11 nW.
- For reference, the placement row count at floorplan is 21.
- The vias after detailed routing is 105.
- The layout filler cell count is 406.
- The average instance in the mapped netlist occupies 11.7 sq um.
- The path category of the worst min-delay check is flip-flop to flip-flop.
- The wire length after detailed routing is approximately 250 um.
- The die covers 6400 sq um.
- The storage element area is roughly 130 sq um.
- The initial detailed-routing violation count is 3.
- The number of antenna diodes in the final layout is 0.
- The final routed DRC violation total is 0.
- Entering global routing, the biggest net connects 7 pins.
- The stat command in Yosys gives a chip area of approximately 200 sq um.
- The maximum fanout count along the critical path is 2.
- The share of final-layout standard cells stronger than drive strength 1 is around 15%.
- Recorded from the global router log, the overflow total was 0.
- The starting density of the core is under 10%.
- The count of pins on the block boundary is 4.
- VDD sags by at most about 0.16 mV.
- Counting flops and latches in the post-synthesis netlist gives 6.
- The category of the worst setup path launch point is a flip-flop.
- The cell taking the most area after synthesis is sky130_fd_sc_hd__dfxtp_1.
- The category of the worst setup path capture point is a primary output.
- The required time of the critical path is 0.80 ns.
- The slack of the worst reg-to-reg path is 0.43 ns.
- In the Yosys report, the sequential cells make up 65.4% of the chip area.
- The via count of the first global-routing pass is 123.
- The post-detailed-route count of antenna-violating nets is 0.
- After detailed placement, the design holds a cell count of 66.
- The routed wire length per instance is 3.80 um.
- The setup violation total in the final timing report is 0.
- Setup repair after global routing left no endpoint under its margin.
- Leaving out buffers and inverters, the combinational logic in the layout accounts for 57.6 sq um.
- The layout overhead on the synthesized area is 44.0%.
- For this run the detailed placement stage logged an HPWL of 232 um.
- The final critical delay including setup and external delays is 0.608 ns.
- The top cell family by delay on the critical path is flip-flops.
- The wire length of the first global-routing pass is 531 um.
- The number of logged tool warnings is 29.
- Per the post-run analysis, buffers plus inverters along the critical path come to 1.
## synthesized netlist by cell type
cell type                  instances
sky130_fd_sc_hd__xnor2_1           1
sky130_fd_sc_hd__edfxtp_1          1
sky130_fd_sc_hd__a21o_1            1
sky130_fd_sc_hd__nor2_2            2
sky130_fd_sc_hd__dfxtp_1           5
sky130_fd_sc_hd__nor2_1            2
sky130_fd_sc_hd__ha_1              1
sky130_fd_sc_hd__nand4b_1          1
sky130_fd_sc_hd__inv_1             3
## cell usage in the layout, fill, tap and decap left out
cell type                         count
sky130_fd_sc_hd__nand4b_1             1
sky130_fd_sc_hd__xnor2_1              1
sky130_fd_sc_hd__dlymetal6s2s_1       1
sky130_fd_sc_hd__ha_1                 1
sky130_fd_sc_hd__edfxtp_1             1
sky130_fd_sc_hd__nor2_2               2
sky130_fd_sc_hd__clkdlybuf4s50_1      1
sky130_fd_sc_hd__dfxtp_1              5
sky130_fd_sc_hd__inv_1                3
sky130_fd_sc_hd__nor2_1               2
sky130_fd_sc_hd__buf_4                1
sky130_fd_sc_hd__a21o_1               1
## power breakdown
part / switching (W) / internal, W / leakage, nW
combinational: 0 / 0 / 0.0592
clock: 0 / 0 / 0
sequential: 0 / 0.0000407 / 0.0517
## per-stage QoR
| step | total power, W | util (%) | hold WS, ns | worst slack (ns) | area (sq um) |
|---|---|---|---|---|---|
| after floorplan | 0.0000407 | - | 0.388 | 0.458 | 199 |
| after global placement | 0.0000407 | 8.32 | 0.504 | 0.0219 | 284 |
| after detailed placement | 0.0000407 | 8.32 | 0.512 | 0.0252 | 284 |
| after CTS | 0.0000407 | 8.32 | 0.516 | 0.0155 | 284 |
| after global routing | 0.0000407 | 8.39 | 0.543 | 0.367 | 287 |
| final | 0.0000407 | 8.39 | 0.504 | 0.392 | 287 |
## metal layers
metal  GRT usage, %  wire (um)  share of wire, %
met5              0          0                 0
met1           1.54        154                61
met2           1.28         81                32
met4              0          0                 0
met3          0.227         15               6.0
## flip-flops by register name, summed over array words and instances (netlist names)
signal / flops
cnt: 4
acc: 1
clk_1_16: 1
## layout make-up
cell class / instances / area share [%]
Sequential cell: 6 / 45.4
Timing Repair Buffer: 3 / 10.5
Inverter: 3 / 3.93
Multi-Input combinational cell: 8 / 20.1
Tap cell: 46 / 20.1
## repair_timing
action,CTS,global route
endpoints found under the setup margin,0,1
gates resized,0,1
hold buffers,0,0
## logic make-up after synthesis
| family | after synthesis | share of synthesized area (%) |
|---|---|---|
| buffers and inverters | 3 | 5.66 |
| and+or+nand+nor | 5 | 14.5 |
| xor gates and xnor gates | 1 | 4.40 |
| DFF | 6 | 65.4 |
| AOI/OAI and AO/OA | 1 | 3.77 |
| adders and majority gates | 1 | 6.29 |
## how the worst min path moves through the flow
stage,start,endpoint,cells past startpoint
4_1_cts,acc,acc,2
5_1_grt,acc,acc,2
6_report,acc,acc,2
No activity file was given, so power comes from the tool's default toggle rates.
